`/design/flow/run.sh`:
```
#!/bin/bash
# OpenROAD 26Q1-2900-gdf79404cd8, Yosys 0.63+post, stock flow scripts
make -C /OpenROAD-flow-scripts/flow DESIGN_CONFIG=/design/flow/config.mk WORK_HOME=/design/flow/orfs finish
```
`/design/flow/config.mk`:
```
export PLATFORM = sky130hd
export DESIGN_NAME = adpll
export DESIGN_NICKNAME = adpll
export VERILOG_FILES = /design/flow/design.v
export SDC_FILE = /design/flow/constraint.sdc
export NUM_CORES = 4
export LEC_CHECK = 1
export CORE_UTILIZATION = 30
```
`/design/flow/constraint.sdc`:
```
current_design adpll

set clk_period 3.3
set clk_io_pct 0.2

create_clock -name clk0 -period $clk_period [get_ports {ID_clk}]
create_clock -name clk1 -period $clk_period [get_ports {clk_ref}]

set non_clock_inputs [all_inputs -no_clocks]
set_input_delay [expr $clk_period * $clk_io_pct] -clock clk0 $non_clock_inputs
set_output_delay [expr $clk_period * $clk_io_pct] -clock clk0 [all_outputs]
```
`/design/flow/design.v`:
```
module PI_filter #(
    parameter P_GAIN     = 2,        
    parameter I_GAIN     = 2,        
    parameter p_threshold = 5,
    parameter i_threshold = 5
)(
    input rst,
    input clk,                    
    input up,
    input down,
    output reg signed [12:0] K_out
);
    localparam P_BITS = $clog2(p_threshold + 1);
    localparam I_BITS = $clog2(i_threshold + 1);
    localparam signed [12:0] I_MAX = 4000; 
    reg [P_BITS-1:0] p_scale;
    reg [I_BITS-1:0] i_scale;
    reg signed [12:0] I_term;                         
    reg signed [12:0] P_pulse;                        
    reg no_down;
    reg no_up;
    always @(posedge clk or posedge rst) begin
        if (rst) begin
            p_scale <= 0;                              
            i_scale <= 0;
            I_term <= 0;
            P_pulse <= 0;
            K_out <= 0;
            no_up <= 0;
            no_down <= 0;
        end 
        else begin
            P_pulse <= 0;
            if ((up)&&(!down)) begin
                if (no_up==0) begin
                    no_down <= 1;
                if (p_scale >= p_threshold) begin
                    P_pulse <= $signed(P_GAIN[12:0]);
                    p_scale <= 0;
                end else begin
                    p_scale <= p_scale + 1'b1;
                end
                if (i_scale >= i_threshold) begin
                     i_scale <= 0;
                    if (I_term < ($signed(I_MAX) - $signed(I_GAIN[12:0]))) begin
                        I_term <= I_term + $signed(I_GAIN[12:0]);
                    end
                end else begin
                    i_scale <= i_scale + 1'b1;
                end
            end
            else begin
                no_up <= 0;
            end
            end
            else if (down && !up) begin
                if (no_down==0) begin
                    no_up <= 1;
                if (p_scale >= p_threshold) begin
                    P_pulse <= - ($signed(P_GAIN[12:0])); 
                    p_scale <= 0;
                end else begin
                    p_scale <= p_scale + 1'b1;
                end
                if (i_scale >= i_threshold) begin
                    i_scale <= 0;
                    if (I_term > (-($signed(I_MAX)) + $signed(I_GAIN[12:0]))) begin
                        I_term <= I_term - $signed(I_GAIN[12:0]);
                    end
                end
                else begin
                    i_scale <= i_scale + 1'b1;
                end
            end
            else begin
                no_down <= 0;
            end
            end
            K_out <= I_term + P_pulse;
    end
    end
endmodule
module adpll(
    input clk_ref,g_rst,ID_clk,
    output clk_dco
);
wire reset;
reset_synchronizer rst_sync1(
    .clk(ID_clk),
    .rst_async(g_rst),
    .rst_sync(reset)
);
wire upo;
wire downo;
wire dco_clk;
pd pd1(
     .clk_ref(clk_ref),
     .clk_dco(dco_clk),
     .rst(reset),
     .up(upo),
     .down(downo)                 
);
wire up_sync_pulse;
wire down_sync_pulse;
pfd_interface pfd_int1(
    .clk(ID_clk),
    .rst(reset),
    .up_async(upo),
    .down_async(downo),
    .up_sync_pulse(up_sync_pulse),
    .down_sync_pulse(down_sync_pulse)
);
wire signed [12:0] k_sig;
PI_filter #(
    .P_GAIN(1),
    .I_GAIN(1),
    .p_threshold(5),
    .i_threshold(5)
) pi_filter1(
    .rst(reset),
    .clk(ID_clk),
    .up(up_sync_pulse),
    .down(down_sync_pulse),
    .K_out(k_sig)
);
dco_th #(
    .BASE_THRESHOLD(2500),
    .THRESHOLD_MIN(10),
    .THRESHOLD_MAX(4990)
) dco1(
    .clk(ID_clk),
    .rst(reset),
    .K_signed(k_sig),
    .dco_out(dco_clk)
);
assign clk_dco=dco_clk;
endmodule
module dco_th #(
    parameter BASE_THRESHOLD = 2500,
    parameter THRESHOLD_MIN = 10,
    parameter THRESHOLD_MAX = 4990
)(
    input  clk,
    input  rst,
    input  signed [12:0] K_signed,
    output reg dco_out
);
    localparam WIDTH =  $clog2(THRESHOLD_MAX + 1);
    reg [WIDTH-1:0] count;   
    wire signed [14:0] raw_threshold;
    assign raw_threshold = $signed(BASE_THRESHOLD) - $signed(K_signed);
    reg [WIDTH-1:0] threshold_reg;
    always @(posedge clk or posedge rst) begin
        if (rst) begin
            count   <= 0;
            dco_out <= 0;
            threshold_reg <= BASE_THRESHOLD[WIDTH-1:0];
        end 
		  else begin
            if (raw_threshold < $signed(THRESHOLD_MIN))
            threshold_reg <= THRESHOLD_MIN[WIDTH-1:0];
        else if (raw_threshold > $signed(THRESHOLD_MAX))
            threshold_reg <= THRESHOLD_MAX[WIDTH-1:0];
        else
            threshold_reg <= raw_threshold[WIDTH-1:0];
            count <= count + 1'b1;
            if (count >= threshold_reg) begin
                count   <= 0;
                dco_out <= ~dco_out;
            end
        end
	end
endmodule
module dff_rl(
    input clk, rst,
    input d,
    output reg q
);
    always @(posedge clk or posedge rst)begin
        if(rst==1) 
            q  <= 1'b0;
        else
            q  <= d;
    end
endmodule
module pd(
    input clk_ref, clk_dco, rst,
    output up, down
);
    wire a;
    wire b;
    wire c;
    wire rst_i;
    dff_rl dFF_up(
        .clk(clk_ref),
        .rst(rst_i),
        .d(1'b1),
        .q(a)
    );
    dff_rl dFF_dwn(
        .clk(clk_dco),
        .rst(rst_i),
        .d(1'b1),
        .q(b)
    );
    assign c=a&b;
    assign up=a;
    assign down=b;
    assign rst_i=c|rst;
endmodule
module pfd_interface (
    input  clk,          
    input  rst,           
    input  up_async,      
    input  down_async,    
    output up_sync_pulse,    
    output down_sync_pulse  
);
    pulse_synchronizer sync_up (
        .clk(clk),
        .rst(rst),
        .async_in(up_async),
        .pulse_out(up_sync_pulse)
    );
    pulse_synchronizer sync_down (
        .clk(clk),
        .rst(rst),
        .async_in(down_async),
        .pulse_out(down_sync_pulse)
    );
endmodule
module pulse_synchronizer (
    input clk,
    input rst,
    input async_in,
    output pulse_out
);
    reg flag_async;
    reg sync_q1, sync_q2, sync_q3;
    wire flag_clear;
    always @(posedge async_in or posedge flag_clear or posedge rst) begin
        if (rst) begin
            flag_async <= 1'b0;  
        end else if (flag_clear) begin
            flag_async <= 1'b0; 
        end else begin
            flag_async <= 1'b1;   
        end
    end
    always @(posedge clk or posedge rst) begin
        if (rst) begin
            sync_q1 <= 1'b0;
            sync_q2 <= 1'b0;
            sync_q3 <= 1'b0;
        end else begin 
            sync_q1 <= flag_async; 
            sync_q2 <= sync_q1;    
            sync_q3 <= sync_q2;   
        end
    end
    assign flag_clear = sync_q2;
    assign pulse_out = sync_q2 & ~sync_q3;
endmodule
module reset_synchronizer (
    input  clk,           
    input  rst_async,     
    output rst_sync       
);
    reg sync_stage1;
    reg sync_stage2;
    always @(posedge clk or posedge rst_async) begin
        if (rst_async) begin
            sync_stage1 <= 1'b0;
            sync_stage2 <= 1'b0;
        end else begin
            sync_stage1 <= 1'b1;          
            sync_stage2 <= sync_stage1;  
        end
    end
    assign rst_sync = ~(sync_stage2);
endmodule
```
==> results.cfg <==
; generated from flow reports
[run_status]
status = finished, final reports clean

[detailed_routing]
antennaDiodeCount = 0
post_drt_wl_per_cell_um = 12.4
detail-route-antenna-nets = 0
wl_met1_um = 4200
firstDrtPassIters = 4
vias_per_cell = 4.95
routed_wl_um = 8530
highest_layer = met4
drt_iter0_drc = 197
met3_wirelength_um = 219
wl_met2_um = 4030
drc = 0
num_vias = 3403

[clock_tree]
clkTransAtPathRegs_ns = 0.06
h-tree-depth = 3
clock_path_buffers = 2
cts_made_buffers = 9
hold_buffers = 0
cts_tree = built
clockRootBuffer = clkbuf_16
cts_resized = 0
postCtsSetupBuffers = 0

[global_route]
antenna_found_initial = 0
grt_pass1_wl_um = 15600
grt_pass1_vias = 3357
grt_max_degree = 53
gr-total-overflow = 0
grt_usage_pct = 11.9

[synthesis]
avgSynthCellArea_um2 = 9.67
synth-edff-count = 0
ys_warn_count = 7
top_cell_area_share_pct = 37.6
ys_area_mm2 = 0.00466
ys_seq_share_pct = 40.4
async_flop_share_pct = 100
flop_cell = dfrtp_1
top_area_cell = dfrtp_1
ys.flops = 75
synth_cell_types = 66
synthCells = 482
ys_cells = 482
top_cells_by_area = dfrtp_1 38%, ha_1 12%, xnor2_1 4.5%
syn_area_mm2 = 0.00466

[sta]
setup_tns_ns = 0
drv_slew = 0
slew_headroom_pct = 59.0
fin_skew_ns = 0.00765
rsz0062_at_grt = no
finalSetupViolations = 0
worstMarginPinSlew_ns = 0.615
unclocked_pins = 3
final_hold_viol_count = 0
unconstrained_endpoints = 2

[job]
max_cap_viol_count = 0
warning_count = 31

[power_and_ir_drop]
p_leak_nw = 2.37
sequentialPowerShare_pct = 34.0
p_sw_w = 0.00179
p_comb_share_pct = 43.3
powerDensity_mw_per_mm2 = 875
ir_worst_vdd_mv = 0.300
sw_frac_of_total_pct = 39.0
pwr-share-clk_pct = 22.7
internal_power_w = 0.00279

[hold_path]
hp-class = reg2async

[critical_path]
critical_path_class = reg2reg
worstPathArrival_ns = 3.29
slowest_delay_ns = 0.46
endpoint_kind = register
path_cells = nor2b_1 > ha_1 > inv_1 > fa_1 > a211oi_1 > nor2_1 > o221a_1 > or4_1 > a21oi_1 > xor2_1
cp_max_fo = 7
worstPathRequired_ns = 3.55
cp-start-kind = register
crit_slowest_cell = or4_1

[floorplan]
dieArea_mm2 = 0.0160
rows = 45
io_pins = 4
die-height_um = 127
die_x_um = 127
coreArea_mm2 = 0.0152
initial_core_util_pct = 30.7

[placed_design]
dp_hpwl_um = 6390
portBuffers = 2
dpl-instance-area_mm2 = 0.00492
gp_congestion = 0.893

[finish]
mostFrequentLayoutCell = dfrtp_1
seqCellArea_mm2 = 0.00188
fin_util_pct = 34.5
layout_top_cells = 69 x dfrtp_1, 45 x ha_1, 41 x nor2_1
drive_gt1_share_pct = 8.00
syn2layout_area_growth_pct = 12.4
comb_area_mm2 = 0.00262
fillerInstances = 1509
postLayoutCellArea_mm2 = 0.00524
## layer usage
metal / GRT usage (%) / up-vias
met4: 1.19 / 0
li1: - / 1757
met1: 17.3 / 1615
met3: 2.15 / 5
met5: 0 / -
met2: 19.6 / 26
## Yosys cell counts (3+ instances only)
library cell,count
a21oi_1,21
o21a_1,5
dfrtp_1,70
nor3_1,8
nand2_1,34
and2_1,3
ha_1,45
nor2b_1,13
a211oi_1,4
nand3_1,11
clkbuf_1,4
inv_1,32
a31oi_1,5
a21o_1,6
nor4_1,4
dfstp_2,5
o211ai_1,7
nor2_1,41
o2111ai_1,3
xor2_1,15
nand4_1,5
and3_1,13
o21ai_0,27
nand2b_1,8
o22ai_1,3
o31ai_1,4
xnor2_1,24
o21ai_1,7
## layout make-up
cell class / count / area share, %
repair buffers: 7 / 1.10
well taps: 188 / 4.49
inverters: 32 / 2.29
clock buffers: 10 / 4.37
clock inverters: 6 / 1.79
multi-input cells: 370 / 50.0
flip-flops and latches: 75 / 36.0
## per-stage QoR
step / setup WS, ns / std cells / hold slack, ns / power [W]
final: 0.262 / 688 / 0.211 / 0.00458
after global routing: 0.0387 / 688 / 0.265 / 0.00501
after CTS: 0.268 / 688 / 0.231 / 0.00463
after detailed placement: 0.291 / 672 / 0.228 / 0.00355
after global placement: 0.341 / 672 / 0.219 / 0.00351
after floorplan: 0.465 / 486 / 0.230 / 0.00315
## critical path: cells and delay by family, from the launching register on
kind                       cells  cell delay (ns)
buffers and inverters          1             0.19
and+or+nand+nor                3             0.79
xor gates and xnor gates       1             0.15
AOI/OAI and AO/OA              3             0.70
adders and majority gates      2             0.76
DFF                            1             0.36
## final timing paths
path	from	end	slack [ns]	cells after the start
max in group asynchronous	rst_sync1.sync_stage2	dco1.threshold_reg[5]	2.12	1
hold reg to reg	rst_sync1.sync_stage2	dco1.count[2]	0.21	0
setup reg to reg	pfd_int1.sync_up.sync_q2	pi_filter1.I_term[12]	0.26	10
setup / recovery	pfd_int1.sync_up.sync_q2	pi_filter1.I_term[12]	0.26	10
hold / removal	rst_sync1.sync_stage2	dco1.count[2]	0.21	0
min in group clk0	rst_sync1.sync_stage1	rst_sync1.sync_stage2	0.35	0
## kinds of logic (layout without fill, tap and decap cells)
group,after synthesis,in the layout,share of synthesized area (%)
compound gates,122,122,18.2
xor+xnor,39,39,7.33
fa+ha+maj,47,47,12.9
buf+inv,41,55,3.70
flops,75,75,40.4
mux,1,1,0.242
other cells,1,5,0.0804
simple gates,156,156,17.1
## power by group through the flow
stage	Sequential, W	Clock, W	Combinational (W)
5_1_grt	0.00162	0.00111	0.00227
6_report	0.00156	0.00104	0.00198
4_1_cts	0.00156	0.00107	0.00200
No activity file was given, so power comes from the tool's default toggle rates.
